File: /design/flow/config.mk
export PLATFORM = sky130hd
export DESIGN_NAME = sequence_detector_moore
export DESIGN_NICKNAME = sequence_detector_moore
export VERILOG_FILES = /design/flow/design.v
export SDC_FILE = /design/flow/constraint.sdc
export NUM_CORES = 4
export LEC_CHECK = 1
export CORE_AREA = 10 10 70 70
export DIE_AREA = 0 0 80 80
File: /design/flow/run.sh
#!/bin/bash
# OpenROAD 26Q1-2900-gdf79404cd8, Yosys 0.63+post, stock flow scripts
make -C /OpenROAD-flow-scripts/flow DESIGN_CONFIG=/design/flow/config.mk WORK_HOME=/design/flow/orfs finish
File: /design/flow/constraint.sdc
current_design sequence_detector_moore

set clk_period 1.6
set clk_io_pct 0.2

create_clock -name clk0 -period $clk_period [get_ports {clk}]

set non_clock_inputs [all_inputs -no_clocks]
set_input_delay [expr $clk_period * $clk_io_pct] -clock clk0 $non_clock_inputs
set_output_delay [expr $clk_period * $clk_io_pct] -clock clk0 [all_outputs]
File: /design/flow/design.v
`timescale 1ns / 1ps
module sequence_detector_moore(
    input rst,clk,in_seq,
    output reg out_detect
    );
    reg in_seq_reg;
    parameter size=4,s0=4'b0001,s1=4'b0010,s2=4'b0100,s3=4'b1000;
    reg[size-1:0]state,next_state;
    always@(posedge clk)
    begin
    if(rst)
    begin
    in_seq_reg<=0;
    state<=s0;
    end
    else begin
    in_seq_reg<=in_seq;
    state<=next_state;
    end
   end
   always@(state or in_seq_reg or rst)
   begin
   if(rst)
   next_state<=0;
   else begin
   case(state)
   s0 : if(in_seq_reg == 1'b0)
   next_state <=s0;
   else next_state <= s1;
   s1 : if(in_seq_reg == 1'b0)
   next_state <=s2;
   else next_state <= s1;
   s1 : if(in_seq_reg == 1'b0)
   next_state <=s2;
   else next_state <= s1;
   s2 : if(in_seq_reg == 1'b0)
   next_state <=s0;
   else next_state <= s3;
   s1 : if(in_seq_reg == 1'b0)
   next_state <=s1;
   else next_state <= s2;
   default : next_state <=s0;
   endcase
   end
   end
   always@(state or rst)
   if (rst) out_detect=0;
   else
   case(state)
   s0: out_detect=0;
   s1: out_detect=0;
   s2: out_detect=0;
   s3: out_detect=1;
   endcase
   endmodule
==> out/metrics.yaml <==
die-area_um2: 6400
ys_sh_adder_pct: 0
leakage_nw: 0.1096
peakVddDrop_mv: 0.4117
gp_congestion: 0.6337
unclocked_regs: 1
synth-edff-count: 0
drv_slew: 0
fp_util_pct: 5.348
cts_buffers: 3
cts_tree: "built"
grt_pass1_vias: 154
xor_area_share_pct: 0
grt_pass1_wl_um: 607
hold_class: "reg -> reg"
io_buffers: 3
layout.cells.non_filler: 69
warning_count: 25
drt_wl_total_um: 335
synth.area.mux_share_pct: 0
path_clk_slew_ns: 0.04
grt_remaining_overflow: 0
ctsLongestPathBuffers: 2
rows: 21
ys_area_um2: 182.7
hold_viol_final: 0
wl_per_cell_um: 4.855
ys_cells: 16
p_seq_share_pct: 45.7
ys_warn_count: 1
critPathArrivalTime_ns: 1.11
post-route-util_pct: 8.681
power_density_nw_per_um2: 986.4
die_w_um: 80
diodes: 0
cp.buffers_inverters: 1
async_flop_share_pct: 0
synth.most_common_cell: "dfxtp_1"
cp_slowest_cell: "clkdlybuf4s50_1"
insertion_delay_ns: 0.24
cts_setup_buffers: 0
via_per_inst: 1.812
crit_chain: "clkdlybuf4s50_1 -> and2b_2"
area_growth_pct: 62.33
drt_iter0_markers: 1
crit_required_ns: 1.73
ys_sh_simple_pct: 34.25
cap_violations: 0
worst-slew-pin-transition_ns: 0.1845
status: "finished clean"
cts-root-buf: "clkbuf_4"
hold_slack_ns: 0.4576
syn_area_um2: 182.7
intPower_w: 0.0002342
die_y_um: 80
slowest_delay_ns: 0.56
rsz0062_at_grt: "no"
grt_max_degree: 7
top_cell_area_share_pct: 54.79
cpLargestDelayFamily: "buffers and inverters"
area_leaders: "dfxtp_1 (55%), and2b_2 (9.6%), nor3b_1 (8.2%)"
power_w: 0.0002925
cts_htree_levels: 1
ys_ff: 6
synthDistinctLibCells: 8
synth.cellmix.compoundShare_pct: 2.740
tns_ns: 0
common_cells: "dfxtp_1 (5), nor2_1 (3), and2b_2 (2), nor3b_1 (2)"
slew_headroom_pct: 87.66
path_class: "in -> reg"
dp.cells: 65
final_layout_size_suffix_gt1_share_pct: 26.09
period_needed_ns: 0.9831
end_kind: "flop"
finalSetupViolCount: 0
ant_nets: 0
pwr-share-clk_pct: 49.5
untimed_endpoints: 2
core_um2: 3416
antenna_found_initial: 0
synthCells: 16
worst_setup_path_start_kind: "input port"
yosysTopAreaCell: "dfxtp_1"
largest_register_ffs: 4
path_max_fanout: 6
first_pass_iters: 2
cts_resized: 0
p_sw_w: 0.00005834
fin_crit_sh_pct: 61.44
syn_area_per_cell_um2: 11.42
fmax_mhz: 1017
drc_errors: 0
fin_skew_ns: 0.002717
track_usage_pct: 1.161
pwr-share-comb_pct: 4.9
power_switching_share_pct: 19.95
postCtsHoldBufs: 0
topCombFamilyByArea: "simple AND/OR/NAND/NOR gates"
vias: 125
ys.flop_type: "dfxtp_1"
ioPinCount: 4
power groups by stage:
stage         clock network (W)  registers [W]  logic [W]
finish                 0.000145       0.000134  0.0000142
CTS                    0.000154       0.000133  0.0000145
global route           0.000164       0.000134  0.0000163
cells in the final DEF, fill, tap and decap left out:
cell             count
dlxtn_1              1
clkbuf_1             1
clkbuf_4             3
nor3b_1              2
dfxtp_1              5
clkdlybuf4s50_1      3
and3b_2              1
and3b_1              1
and2b_2              2
nor2_1               3
o21ai_0              1
cells by family after synthesis:
kind of cell / count (synthesis)
AND-OR/OR-AND: 1
flip-flops: 5
latches: 1
AND/OR/NAND/NOR: 9
layer usage:
metal | track usage [%] | wire, um
met1 | 1.273 | 193
met2 | 1.525 | 120
met3 | 0.9091 | 21
met4 | 0.7042 | 0
met5 | 0 | 0
final timing paths:
kind / startpoint / to / slack (ns) / cells after the start
max: rst / in_seq_reg$_SDFF_PP0_ / 0.62 / 2
min: state[1]$_DFF_P_ / state[0]$_DFF_P_ / 0.46 / 2
max reg2reg: state[3]$_DFF_P_ / state[3]$_DFF_P_ / 0.97 / 2
min reg2reg: state[1]$_DFF_P_ / state[0]$_DFF_P_ / 0.46 / 2
metrics by stage:
stage	setup WS (ns)	instance area (um2)
after CTS	0.6221	296.5
after global placement	0.3938	270.3
final	0.6169	296.5
after detailed placement	0.3777	270.3
after floorplan	0.9841	182.7
after global routing	0.5676	296.5
final cells by class:
type                    instances  area, um2
fillers                       407       3119
flip-flops and latches          6      115.1
multi-input cells              10      67.56
well taps                      46      57.56
repair buffers                  3      30.03
clock buffers                   4      26.28
Power and IR drop assume default switching activity.
