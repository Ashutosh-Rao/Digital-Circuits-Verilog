--- flow/run.sh ---
#!/bin/bash
# OpenROAD 26Q1-2900-gdf79404cd8, Yosys 0.63+post, stock flow scripts
make -C /OpenROAD-flow-scripts/flow DESIGN_CONFIG=/design/flow/config.mk WORK_HOME=/design/flow/orfs finish
--- flow/config.mk ---
export PLATFORM = sky130hd
export DESIGN_NAME = up_down_counter
export DESIGN_NICKNAME = up_down_counter
export VERILOG_FILES = /design/flow/design.v
export SDC_FILE = /design/flow/constraint.sdc
export NUM_CORES = 4
export LEC_CHECK = 1
export CORE_AREA = 10 10 70 70
export DIE_AREA = 0 0 80 80
--- flow/constraint.sdc ---
current_design up_down_counter

set clk_period 2.8
set clk_io_pct 0.2

create_clock -name clk0 -period $clk_period [get_ports {clk}]

set non_clock_inputs [all_inputs -no_clocks]
set_input_delay [expr $clk_period * $clk_io_pct] -clock clk0 $non_clock_inputs
set_output_delay [expr $clk_period * $clk_io_pct] -clock clk0 [all_outputs]
--- flow/design.v ---
`timescale 1ns / 1ps
module up_down_counter(input clk, reset, up_down,output [3:0] counter);
reg [3:0] counter_up_down;
always @ (posedge clk or posedge reset)
begin
if(reset)
counter_up_down <= 4'h0;
else
if(up_down)
counter_up_down <= counter_up_down + 4'd1;
else
counter_up_down <= counter_up_down - 4'd1;
end
assign counter= counter_up_down;
endmodule
==> highlights.md <==
Outcome
- finished, final reports clean — status

Placed design
- 317 um^2 — instance area after placement
- 6 — number of port buffers
- 67 — number of placed instances with taps included
- 0.804 ns — pre-CTS WS
- 0.748 — final estimated routing congestion in global placement

Cells and area
- counter_up_down x4 — largest registers in the final layout
- counter_up_down — register containing the most flip-flops in the final layout
- 70.4% — layout overhead on the synthesized area
- 339 um^2 — final non-filler cell area
- 4 — number of flip-flops under the largest register name
- 0.167 — fraction of final layout cells sized beyond drive strength 1
- 70 — non-filler instance count after layout

CTS
- 0 — post-cts sizing count
- 2 — CTS max path bufs
- 1 — number of levels the H-tree was split into
- 3 — cts bufs inserted
- sky130_fd_sc_hd__clkbuf_4 — clock tree root buffer cell
- 0.23 ns — Insertion Delay late pin
- 0 — Hold-fix buffers, CTS
- 0.04 ns — clock slew at the register clock pins of the worst setup and hold paths
- 4 — total number of clock tree sinks
- 0 — Post-CTS Setup Inserts
- built — TritonCTS clock tree

Die
- 80 um — vertical extent of the die
- 21 — Rows
- 0.0582 — FP Core Util
- 80 um — horizontal die size
- 0.00342 mm^2 — core area
- 7 — ports placed on the boundary
- 0.00640 mm^2 — overall chip area

Yosys
- 1.00 — proportion of synthesized flip-flops having asynchronous set or reset
- adder cells — largest family of logic cells by area
- 0 — simple share
- 0.226 — Adder Area Share
- 0 — multiplexer area fraction after synthesis
- 15 — yosys cell count
- 0.503 — sequential cell area fraction in the yosys report
- 15 — number of standard cells after synthesis
- 13.3 um^2 — Post-Syn Area per Cell
- 0.132 — XOR-XNOR Cells, Area Fraction
- 1 — Syn. warnings
- 0 — number of enable-type register cells in the synthesized netlist
- 0.503 — top-area cell type share of the netlist area
- sky130_fd_sc_hd__dfrtp_1 — library cell with the highest instance count after synthesis
- sky130_fd_sc_hd__dfrtp_1 — area leader, netlist
- 8 — post-synth cell types
- 4 — synthesis-stage register bit count
- 199 um^2 — Syn Std Cell Area
- 0.0818 — Synth Area in Compound Gates
- sky130_fd_sc_hd__dfrtp_1 (4), sky130_fd_sc_hd__inv_1 (3), sky130_fd_sc_hd__ha_1 (2), sky130_fd_sc_hd__xnor2_1 (2) — leading cell types by count after synthesis
- sky130_fd_sc_hd__dfrtp_1 — most used flip-flop cell
- 199 um^2 — Chip Area, Yosys
- sky130_fd_sc_hd__dfrtp_1 (50%), sky130_fd_sc_hd__ha_1 (13%), sky130_fd_sc_hd__fa_1 (10%) — biggest area cells

Setup path
- 1.90 ns — Worst Path Arrival
- primary input to flop — type of the worst setup path
- 3 — CP max FO
- counter_up_down[1] — worst reg2reg path startpoint
- up_down — launch point of the critical path
- 2.96 ns — required arrival time at the worst endpoint
- flop — capturing element type of the critical path
- primary input — type of element launching the critical path

Drt
- 416 um — final WL
- 5.94 um — routed length per placed instance
- 2 — drt pass-1 iters
- 1.96 — vias per inst
- 0 — final routed DRC violation total
- 2 — detailed router's first-iteration violation count
- 137 — total number of vias
- 0 — post-route ant nets
- 0 — number of inserted diodes

Flow run
- 0 — number of max-capacitance violations reported
- 25 — Log Warnings

Final timing
- 0.000328 ns — worst setup skew after layout
- 0.184 ns — Least-Margin Pin Slew
- 1.75 ns — Final min period
- 0 — final count of negative-setup-slack endpoints
- 0 — Final Max Tran Viols
- 573 MHz — highest attainable clock frequency
- no — setup repair after global routing missed its margin
- 0.876 — Slew HR
- 0 ns — Sum Neg Setup Slack
- 0.624 — ratio of final minimum period to clock period
- 1.05 ns — final setup margin
- 0 — final hold viol count

GRT
- 0.0163 — global router's overall resource usage
- 5 — largest net degree at the start of global routing
- 0 — initial antenna violation count
- 731 um — first-pass GRT wire length
- 0 — Overflow after GRT
- 147 — vias in the first global route

Pwr
- 822 mW/mm^2 — PwrDens
- 0.279 mW — Power, Total
- 127 uV — IR drop worst, VDD
- 0.141 nW — leak pwr

Min path
- primary input to asynchronous set/reset pin — min-delay worst type

placed cells by master (no fill, tap or decap):
master,instances
sky130_fd_sc_hd__xnor2_1,2
sky130_fd_sc_hd__clkbuf_4,3
sky130_fd_sc_hd__dfrtp_1,4
sky130_fd_sc_hd__inv_1,3
sky130_fd_sc_hd__ha_1,2
sky130_fd_sc_hd__fa_1,1
sky130_fd_sc_hd__xor2_1,1
sky130_fd_sc_hd__a21oi_2,1
sky130_fd_sc_hd__a21o_1,1
sky130_fd_sc_hd__clkdlybuf4s50_1,6
stage by stage:
step | hold slack (ns) | utilization
after detailed placement | 0.510 | 0.0927
after floorplan | 0.326 | -
after CTS | 0.514 | 0.0993
after global placement | 0.493 | 0.0927
after global routing | 0.530 | 0.0993
final | 0.512 | 0.0993
layout make-up:
type / count / area, um^2
fill: 406 / 3080
multi-input combinational: 8 / 87.6
sequential: 4 / 100
timing repair buffer: 6 / 60.1
tap: 46 / 57.6
clock buffer: 3 / 22.5
inverter: 3 / 11.3
routing by layer:
| layer | routed length, um | track usage |
|---|---|---|
| met1 | 174 | 0.0195 |
| met2 | 112 | 0.0120 |
| met3 | 129 | 0.0284 |
| met4 | 0 | 0.00176 |
| met5 | 0 | 0 |
worst max-delay path: stages:
cell and delay (ns):
sky130_fd_sc_hd__clkdlybuf4s50_1 0.50, sky130_fd_sc_hd__inv_1 0.10, sky130_fd_sc_hd__ha_1 0.30, sky130_fd_sc_hd__a21o_1 0.19
sky130_fd_sc_hd__a21oi_2 0.14, sky130_fd_sc_hd__xnor2_1 0.12
power by group:
group          total [mW]  internal [mW]  switching (mW)  leakage [nW]
Sequential         0.0984         0.0820          0.0164        0.0496
Clock              0.0703         0.0479          0.0225        0.0138
Combinational       0.110         0.0750          0.0350        0.0781
Total               0.279          0.205          0.0738         0.141
logic make-up (layout without fill, tap and decap cells):
group | after synthesis | after routing
AOI/OAI and AO/OA | 2 | 2
xor gates and xnor gates | 3 | 3
adders and majority gates | 3 | 3
buffers and inverters | 3 | 12
DFF | 4 | 4
path summary, 6_finish.rpt:
check                                           to  slack [ns]  cells past startpoint
worst max-delay path            counter_up_down[3]        1.05                      6
worst min-delay path            counter_up_down[3]        0.51                      2
worst max register to register  counter_up_down[3]        1.60                      4
worst min register to register  counter_up_down[0]        0.52                      1
max in group asynchronous       counter_up_down[0]        2.14                      2
min in group clk0               counter_up_down[0]        0.52                      1
Power figures rest on the tool's default switching activity, not on a simulated workload.
