[config.mk]
export PLATFORM = sky130hd
export DESIGN_NAME = alu_design
export DESIGN_NICKNAME = alu_design
export VERILOG_FILES = /design/flow/design.v
export SDC_FILE = /design/flow/constraint.sdc
export NUM_CORES = 4
export LEC_CHECK = 1
export CORE_AREA = 10 10 87 87
export DIE_AREA = 0 0 97 97
[constraint.sdc]
current_design alu_design

set clk_period 6.2
set clk_io_pct 0.2

create_clock -name clk0 -period $clk_period

set non_clock_inputs [all_inputs -no_clocks]
set_input_delay [expr $clk_period * $clk_io_pct] -clock clk0 $non_clock_inputs
set_output_delay [expr $clk_period * $clk_io_pct] -clock clk0 [all_outputs]
[design.v]
`timescale 1ns / 1ps
module alu_design(
input [3:0] a,
input [3:0] b,
input [2:0] opcode,
output [7:0] outdata);
reg [7:0] res;
assign outdata = res;
always @ (opcode,a,b)
begin
case(opcode)
3'b001: res= a+b;
3'b010: res= a-b;
3'b011: res= a*b;
3'b100: res= ~a;
3'b101: res= a&b;
3'b110: res= a|b;
3'b111: res= a^b;
default: res=4'bx;
endcase
end
endmodule
[run.sh]
#!/bin/bash
# OpenROAD 26Q1-2900-gdf79404cd8, Yosys 0.63+post, stock flow scripts
make -C /OpenROAD-flow-scripts/flow DESIGN_CONFIG=/design/flow/config.mk WORK_HOME=/design/flow/orfs finish
==> flow report <==
==============================================================================
Overall die height                                                       97 um
Max Transition Viols Final                                                   0
AO/OA Area Share                                                         0.218
Count of endpoints failing hold in the final timing report                   0
Number of setup buffers added after CTS                                      0
Sum of overflow across all layers after global routing                       0
Most frequent cells in the layout                                 24 x sky130_fd_sc_hd__ha_1, 19 x sky130_fd_sc_hd__inv_1, 19 x sky130_fd_sc_hd__clkdlybuf4s50_1
# hold bufs at CTS                                                           0
Logic family by area                                               adder cells
Kind of critical path                                                in -> out
Part of the Yosys area used for sequential elements                          0
Count of vias placed by the detailed router                                900
IR drop worst, VDD                                                   0.0212 mV
Detailed-router iteration count before antenna repair                        4
Vias in the first global route                                             851
Flop Count                                                                   0
Clock buffer instance count of the final layout                              0
Relative slew slack                                                      0.571
Series of cell instances along the critical path                  clkdlybuf4s50_1, nand2_1, fa_1, fa_1, inv_1, ha_1, a211oi_1, o21bai_1, a21oi_1, xor2_1, o21bai_1, clkdlybuf4s50_1
RSZ-0062 raised after global routing                                     false
Area of all sequential standard cells                                    0 um2
Width of the chip                                                        97 um
Biggest fanout along the worst timing path                                   5
Setup slack of the critical path after layout                         0.431 ns
Number of cell instances after yosys synthesis                             129
Min-Delay Path Depth                                                         4
Mean instance size in the synthesized netlist                         7.78 um2
Post-route clock period utilization                                      0.931
Share of post-route cells with drive strength above 1                   0.0342
OpenROAD warning count                                                      40
Wire length per cell after detailed routing                            11.4 um
Highest attainable clock frequency                                     173 MHz
Buffering stage count on the worst path with inverters included              3
Post-route total power                                                  101 uW
Overall global routing resource usage                                   0.0498
WP data arrival                                                        4.53 ns
Highest-count logic cell in the final layout                      sky130_fd_sc_hd__ha_1
Post-synthesis adder-cell area fraction                                  0.419
Pin count of the biggest net entering global routing                        16
Half-perimeter wire length after detailed placement                    2250 um
CP max stage delay                                                     0.60 ns
Layout overhead on the synthesized area                                  25.9%
Result of the run                                                 finished clean
Minimum period implied by the final worst setup slack                  5.77 ns
Placement-stage worst setup slack                                     0.389 ns
Setup-failing EPs final                                                      0
Yosys warning total                                                          1
Count of instances resized after the clock tree is built                     0
Worst setup SP type                                               primary input
Hold path endpoint                                                  outdata[2]
# DRC                                                                        0
Average via count per standard cell                                       4.13
Top-Level Pins                                                              19
Setup TNS                                                                 0 ns
Total die area                                                        9410 um2
Master of the slowest instance on the critical path               sky130_fd_sc_hd__fa_1
Kind of end point of the critical path                            primary output
Global placement routability congestion                                  0.876
Required time of the critical path                                     4.96 ns
Post-Synth Simple-Gate Area                                              0.130
Placement Rows                                                              27
Leakage power                                                      0.000618 uW
Effective utilization at floorplan                                       0.178
Core outline area                                                     5640 um2
Cell area after technology mapping                                    1000 um2
Number of routed nets with antenna violations                                0
Worst-case hold slack                                                  3.71 ns
Antenna violations before repair                                             0
Count of port buffers added during placement                                19
Post-synth cell types                                                       25
Xor/xnor share                                                          0.0698
Detailed Route WL                                                      2490 um
Cell family with most CP delay                                     adder cells
Chip area from the yosys synthesis statistics                         1000 um2
Actual slew at the worst max-slew pin                                 0.642 ns
Portion of netlist area occupied by mux cells                           0.0648
Areal power density over the cells                                 80.2 nW/um2
Number of standard cells after synthesis                                   129
Number of diodes added for antenna fixing                                    0
HP Start                                                             opcode[0]
Starting DRT DRC Count                                                      75
Final core utilization                                                   0.224
Number of maximum-capacitance violations                                     0
Class of the worst hold path                                         in -> out
First-pass GRT wire length                                             4080 um
==============================================================================
[synthesized netlist by cell type (all sizes together)]
library cell	n	share of area
a211oi	1	0.0075
a21o	4	0.030
a21oi	12	0.060
a221oi	1	0.0087
a22oi	2	0.015
a31o	1	0.0087
buf	3	0.027
fa	6	0.12
ha	24	0.30
inv	19	0.071
mux2i	2	0.020
mux4	2	0.045
nand2	11	0.041
nand2b	2	0.020
nand3	1	0.0050
nor2	12	0.045
nor2b	3	0.019
o21ai	9	0.045
o21bai	5	0.037
o22ai	1	0.0062
xnor2	3	0.026
xor2	5	0.044
[stage by stage]
step	std cells	area [um2]
6_report	218	1260
5_1_grt	218	1260
4_1_cts	218	1260
3_5_place_dp	218	1260
3_3_place_gp	218	1260
2_1_floorplan	129	1000
[layout make-up]
type | count | area (um2)
Fill cell | 612 | 4380
Multi-Input combinational cell | 107 | 905
Timing Repair Buffer | 20 | 198
Tap cell | 72 | 90.1
Inverter | 19 | 71.3
[kinds of logic after synthesis]
group                    Yosys count
AND-OR/OR-AND                     36
XOR/XNOR                           8
adder cells (fa/ha/maj)           30
buffers and inverters             22
multiplexers                       4
AND/OR/NAND/NOR                   29
[where the power goes]
group          internal [uW]  switching, uW  total (uW)
clock                      0              0           0
sequential                 0              0           0
combinational           52.8           48.5         101
[metal layers]
metal	global-route usage	wire [um]	vias up	part of all wire
met1	0.0631	1060	412	0.43
met5	0	0	-	0
li1	-	-	470	-
met4	0	0	0	0
met2	0.0910	1280	18	0.51
met3	0.00788	156	0	0.063
[how the worst max path moves through the flow]
stage | start | endpoint | cells past startpoint
global route | a[0] | outdata[7] | 12
finish | a[2] | outdata[7] | 12
CTS | a[2] | outdata[7] | 12
Power figures rest on the tool's default switching activity, not on a simulated workload.
